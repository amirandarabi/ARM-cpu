===== /design/flow/config.mk =====
export PLATFORM = sky130hd
export DESIGN_NAME = datamemory
export DESIGN_NICKNAME = datamemory
export VERILOG_FILES = /design/flow/design.v
export SDC_FILE = /design/flow/constraint.sdc
export NUM_CORES = 4
export LEC_CHECK = 1
export CORE_UTILIZATION = 40

===== /design/flow/constraint.sdc =====
current_design datamemory

set clk_period 54.6
set clk_io_pct 0.2

create_clock -name clk0 -period $clk_period [get_ports {clk}]

set non_clock_inputs [all_inputs -no_clocks]
set_input_delay [expr $clk_period * $clk_io_pct] -clock clk0 $non_clock_inputs
set_output_delay [expr $clk_period * $clk_io_pct] -clock clk0 [all_outputs]

===== /design/flow/design.v =====
module datamemory
  #( parameter delay = 50
     )
(clk, address, data_in, read, write, data_out);
	input clk;
	input [63:0] address;
	input [63:0] data_in;
	input read;
	input write;
	output [63:0] data_out;
	reg [7:0] memory [0:127];
	assign data_out = read ? {
		memory[address + 7],
		memory[address + 6],
		memory[address + 5],
		memory[address + 4],
		memory[address + 3],
		memory[address + 2],
		memory[address + 1],
		memory[address]
	} : 64'bz;
		integer i;
	initial begin
		for(i=0;i<128;i=i+1)
			memory[i] = i;
	end
	always @(posedge clk) begin
		if(write == 1'b1) begin
			memory[address + 7] <= data_in[63:56];
			memory[address + 6] <= data_in[55:48];
			memory[address + 5] <= data_in[47:40];
			memory[address + 4] <= data_in[39:32];
			memory[address + 3] <= data_in[31:24];
			memory[address + 2] <= data_in[23:16];
			memory[address + 1] <= data_in[15:8];
			memory[address]     <= data_in[7:0];
		end
	end 
endmodule

===== /design/flow/run.sh =====
#!/bin/bash
# OpenROAD 26Q1-2900-gdf79404cd8, Yosys 0.63+post, stock flow scripts
make -C /OpenROAD-flow-scripts/flow DESIGN_CONFIG=/design/flow/config.mk WORK_HOME=/design/flow/orfs finish

==> qor.yml <==
run_status:
  status: "aborted with a tool error"
  haltStage: "5_1_grt"
  tool.error: "[ERROR GRT-0116] Global routing finished with congestion. Check the congestion regions in the DRC Viewer."
logic_synthesis:
  synth.most_common_cell: "nand2_1"
  ys_chip_area_sq_um: 151300
  synth_cell_types: 115
  synth.top_cell.area_share: 0.2104
  avgSynthCellArea_sq_um: 8.621
  ys_cells: 17550
  common_cells: "1703 x nand2_1, 1694 x clkbuf_1, 1414 x mux4_2"
  top_area_cell: "mux4_2"
  topCellsByArea: "mux4_2 21%, edfxtp_1 20%, a221oi_1 5.5%, o22ai_1 4.4%, nand2_1 4.2%"
  syn_inst: 17550
  ys_warn_count: 2
  synthArstFlopShare: 0
  edf_count: 1024
  syn-cell-area_sq_um: 151300
  synth-main-ff-cell: "edfxtp_1"
  synth_seq_share: 0.2032
  synth_flops: 1024
floorplanning:
  core_util_floorplan: 0.4023
  die_w_um: 617.1
  die_h_um: 617.1
  num_rows: 225
  ioPinCount: 195
clock_network:
  ctsRootBufferMaster: "clkbuf_16"
  postCtsSetupBuffers: 0
  cts_num_sinks: 1024
  ctsResizeCount: 0
  cts_max_path_buffers: 4
  numCtsBuffers: 149
  cts_max_level: 4
  cts-hold-fix-buffers: 0
placement:
  port_buffers: 136
  hpwl_mm: 1164
  gp_congestion: 1.317
grt:
  grt_pass1_wl_mm: 2351
  grt_pass1_vias: 228200
  grt.overflow.total: 3992
  grtUsageTotal: 0.9400
  grt_max_degree: 100
## layer usage
metal	GRT usage	overflow
met5	0.8664	103
met4	0.8987	995
met3	0.9137	852
met2	0.9814	1376
met1	0.9445	666
## through the flow
stage / instances / setup slack, ns / power [mW] / cell area (sq um)
after global placement: 21830 / 26.25 / 2.591 / 162700
after floorplan: 17550 / 28.79 / 1.648 / 151300
after detailed placement: 21830 / 26.22 / 2.584 / 162700
after CTS: 22090 / 26.21 / 3.586 / 167400
## cells by family after synthesis
group | after synthesis | share of synthesized area
muxes | 2208 | 0.2644
AOI/OAI and AO/OA | 6823 | 0.3101
and+or+nand+nor | 5120 | 0.1550
adders and majority gates | 9 | 0.0007442
DFF | 1024 | 0.2032
buffers and inverters | 2328 | 0.06258
xor gates and xnor gates | 41 | 0.003911
No activity file was given, so power comes from the tool's default toggle rates.
