## config.mk

```make
export PLATFORM = sky130hd
export DESIGN_NAME = regbank
export DESIGN_NICKNAME = regbank
export VERILOG_FILES = /design/flow/design.v
export SDC_FILE = /design/flow/constraint.sdc
export NUM_CORES = 4
export LEC_CHECK = 1
export CORE_UTILIZATION = 40
```

## constraint.sdc

```tcl
current_design regbank

set clk_period 18.4
set clk_io_pct 0.2

create_clock -name clk0 -period $clk_period [get_ports {clk}]

set non_clock_inputs [all_inputs -no_clocks]
set_input_delay [expr $clk_period * $clk_io_pct] -clock clk0 $non_clock_inputs
set_output_delay [expr $clk_period * $clk_io_pct] -clock clk0 [all_outputs]
```

## design.v

```verilog
module regbank
  #(
    parameter delay = 100
  )
(clk, a, b, c, w, dataC, dataA, dataB);
	input [4:0] a,b,c;
	input w,clk;
	input [63:0]dataC;
	output [63:0]dataA;
	output [63:0]dataB;
	reg [63:0]registerbank [0:31];
	assign dataA=registerbank[a];
	assign dataB=registerbank[b];
			integer i;
	initial begin
		for(i=0;i<32;i=i+1)
			registerbank[i] = i;
		$monitor("4: %h  6: %h", registerbank[4], registerbank[6]);
	end
	always @(posedge clk) 
		begin
		if (w==1)
			registerbank[c]=dataC;
		end
endmodule 
```

## run.sh

```bash
#!/bin/bash
# OpenROAD 26Q1-2900-gdf79404cd8, Yosys 0.63+post, stock flow scripts
make -C /OpenROAD-flow-scripts/flow DESIGN_CONFIG=/design/flow/config.mk WORK_HOME=/design/flow/orfs finish
```

==> impl_metrics.ini <==
; synthesis and place-and-route metrics
[job]
cap_viol_max_count = 0
warnings = 26

[power]
peakVddDrop_uv = 80.62
powerDensity_mw_per_mm2 = 95.33
leakage_nw = 33.83

[grt]
grt_pass1_wl_mm = 407.3
grt_pass1_vias = 56520
grt_antenna_before_repair = 14
grt_max_degree = 70
grt.overflow.total = 0
grt.total_usage = 0.2701

[drt]
drtPass1Iterations = 7
drtIter0Drc = 3096
wire_per_inst_um = 35.79
vias = 49796
routed_via_density = 6.250
final_antenna_net_count = 0
drc_errors = 0
drt_wl_total_mm = 285.1

[die]
die_w_um = 487.0
coreArea_mm2 = 0.2332
rows = 177
io_pins = 209
dieArea_mm2 = 0.2372
die.size.y_um = 487.0
initCoreUtil = 0.4035

[yosys]
postSynthCellCount = 4313
ys.flop_type = edfxtp_1
synth.yosys.seq_area_share = 0.6536
synth-edff-count = 2048
ys_cells = 4313
yosysWarnings = 2
synth_area_leader_cell = edfxtp_1
topCellsByArea = edfxtp_1 65%, mux4_2 25%, mux2i_1 3.9%, a221oi_1 0.87%, buf_2 0.69%
top_cell_area_share = 0.6536
yosys_register_bits = 2048
synth_area_mm2 = 0.09410
synth.avg_cell_area_um2 = 21.82
synth_cell_types = 38
synth_async_sr_flop_share = 0
ys_area_mm2 = 0.09410

[clock_network]
post_cts_resized = 0
holdBufCountCts = 0
tritoncts = done
htree_num_levels = 4
clkTransAtPathRegs_ns = 0.06
clock_path_buffers = 3
clock_sinks = 2048
cts-buffers-inserted = 206
postCtsSetupBuffers = 0
cts-root-buf = clkbuf_16

[layout]
regArea_mm2 = 0.06150
stdcell_count = 7967
lay_top_count = edfxtp_1
final_cell_mix = 2048 x edfxtp_1, 1039 x mux4_2, 362 x mux2i_1
logic_area_mm2 = 0.03110
largest_reg_flops = 2048
n_fill_cell = 19022
areaGrowthSynthToFinish_pct = 14.05
drive_gt1_frac = 0.3558

[setup_path]
worst_path_most_repeated_cell = buf_4
criticalPathCategory = in2out
path_cells = buf_8, buf_4, buf_4, buf_4, buf_4, mux4_2, nand2_1, a32o_1, a221oi_1, buf_4, clkdlybuf4s50_1
crit_start = b[1]
slowest_delay_ns = 0.94
required_ns = 14.72
crit_fanout = 56
startpoint_type = input pin
crit_slowest_cell = a221oi_1
worstSetupEndpoint = dataB[37]
worstSetupEndpointType = output pin
cp_data_arrival_time_ns = 8.71

[sta]
worst_slack_ns = 6.013
max_freq_mhz = 80.73
drv_slew = 0
setup_tns_ns = 0
setup_viol = 0
final_hold_viol_count = 0
hold_ws_ns = 3.457
worstMarginPinSlew_ns = 1.214
period_used_share = 0.6732
rsz0062_at_grt = false
period_needed_ns = 12.39
slew_headroom = 0.1904

[hold_path]
hold_depth = 1
hp-class = in2reg

[place]
dp_slack_ns = 5.943
placement.io_buffers = 208
hpwl_mm = 163.0
gp_congestion = 0.8692
place_inst = 7579

[status]
status = finished clean
## metal layers
metal,global-route usage,up-vias,share of wire
li1,-,19891,-
met1,0.3053,25586,0.30
met2,0.3961,3776,0.48
met3,0.2243,523,0.19
met4,0.06441,20,0.031
met5,0.01164,-,0.0012
## cells in the mapped netlist (all sizes together) (4+ instances only)
cell     number
mux2i       362
o22ai        38
mux2         56
o21a         22
o41ai         4
o221ai        4
mux4       1039
a211o         4
nor2b        19
a32oi         4
nor4          4
a32o         38
nand3b        5
edfxtp     2048
a21o          4
a211oi        6
clkbuf       92
a2111oi       4
and2          5
a21oi         4
buf         255
a221oi       93
nand2        87
and3          4
a22oi        18
nand2b        4
nor2         46
a22o         33
## how the worst min path moves through the flow
stage	start	end	slack [ns]
6_report	dataC[48]	registerbank[6][48]	3.46
4_1_cts	dataC[48]	registerbank[6][48]	3.39
5_1_grt	dataC[48]	registerbank[6][48]	3.44
## critical path, delay by kind of cell
family / cells / cell delay (ns)
AND-OR/OR-AND: 2 / 1.21
AND/OR/NAND/NOR: 1 / 0.07
buffers and inverters: 7 / 3.27
multiplexers: 1 / 0.28
## logic make-up after synthesis
logic type | after synthesis | synth area share
compound gates | 276 | 0.02436
buf+inv | 348 | 0.01939
flops | 2048 | 0.6536
mux | 1457 | 0.2939
simple gates | 184 | 0.008802
## through the flow
stage | util | power (mW) | area (µm²)
3_3_place_gp | 0.4321 | 6.224 | 100800
5_1_grt | 0.4601 | 10.54 | 107300
3_5_place_dp | 0.4321 | 6.225 | 100800
6_report | 0.4602 | 10.23 | 107300
2_1_floorplan | - | 5.828 | 94100
4_1_cts | 0.4601 | 10.31 | 107300
## final cells by class
| cell class | count | share of cell area |
|---|---|---|
| sequential | 2048 | 0.5731 |
| clock buffer | 258 | 0.05084 |
| tap | 3132 | 0.03652 |
| multi-input combinational | 1917 | 0.2898 |
| antenna | 9 | 0.0002099 |
| clock inverter | 121 | 0.009933 |
| timing repair buffer | 481 | 0.03952 |
| inverter | 1 | 0.0001049 |
## power breakdown
part | switching (mW) | internal (mW) | leakage [nW]
clock | 1.77 | 2.34 | 3.18
combinational | 0.486 | 0.420 | 12.2
sequential | 0.0221 | 5.19 | 18.4
total | 2.28 | 7.95 | 33.8
Power and IR drop assume default switching activity.
