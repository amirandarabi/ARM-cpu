File: design/flow/config.mk
export PLATFORM = sky130hd
export DESIGN_NAME = InstructionMemory
export DESIGN_NICKNAME = InstructionMemory
export VERILOG_FILES = /design/flow/design.v
export SDC_FILE = /design/flow/constraint.sdc
export NUM_CORES = 4
export LEC_CHECK = 1
export CORE_AREA = 10 10 79 79
export DIE_AREA = 0 0 89 89
export SYNTH_MEMORY_MAX_BITS = 65536
File: design/flow/constraint.sdc
current_design InstructionMemory

set clk_period 2.7
set clk_io_pct 0.2

create_clock -name clk0 -period $clk_period

set non_clock_inputs [all_inputs -no_clocks]
set_input_delay [expr $clk_period * $clk_io_pct] -clock clk0 $non_clock_inputs
set_output_delay [expr $clk_period * $clk_io_pct] -clock clk0 [all_outputs]
File: design/flow/design.v
module InstructionMemory
  #( parameter size = 1024, 
     parameter delay = 50
     )
  ( 
  input [63 : 0] ReadAddress,
  output [31 : 0] Instruction
  );
  reg [7 : 0] memory [0 : size-1];
    integer i;
	initial 
	begin
	  	for(i=0;i<size;i=i+1)
  			memory[i]=0;
		memory[0] <= 8'hE5;
		memory[1] <= 8'h03;
		memory[2] <= 8'h1F;
		memory[3] <= 8'h8B;
		memory[16] <= 8'hA4;
		memory[17] <= 8'h00;
		memory[18] <= 8'h40;
		memory[19] <= 8'hF8;
		memory[32] <= 8'h86;
		memory[33] <= 8'h00;
		memory[34] <= 8'h04;
		memory[35] <= 8'h8B;
		memory[48] <= 8'hA6;
		memory[49] <= 8'h10;
		memory[50] <= 8'h00;
		memory[51] <= 8'hF8;
	end
  assign Instruction[7 : 0] = memory[ReadAddress]; 
  assign Instruction[15 : 8] = memory[ReadAddress + 1];
  assign Instruction[23 : 16] = memory[ReadAddress + 2];
  assign Instruction[31 : 24] = memory[ReadAddress + 3];
endmodule    
File: design/flow/run.sh
#!/bin/bash
# OpenROAD 26Q1-2900-gdf79404cd8, Yosys 0.63+post, stock flow scripts
make -C /OpenROAD-flow-scripts/flow DESIGN_CONFIG=/design/flow/config.mk WORK_HOME=/design/flow/orfs finish
==> reports/qor.csv <==
metric,value,unit
finalWeightedCongestion,0.9415,
final-comb-area,1773,sq um
worstSetupPathType,input port to output port,
dp.cells,362,
p_switching,0.2174,mW
max_cap_violations,0,
tightest_slew,0.4144,ns
max_freq,356.5,MHz
grt_usage,15.05,%
flops,0,
cp_cell_sequence,buf_12 -> buf_8 -> ha_4 -> buf_6 -> a21oi_1 -> o2111ai_1 -> a22oi_2 -> buf_4 -> nand3b_4 -> buf_6 -> nor3_2 -> buf_2,
power_density,142.9,nW/um^2
ys_seq_share,0,%
synth_cell_types,53,
crit_path_start,ReadAddress[1],
die_h,89,microns
flop_area,0,sq um
rsz0062_at_grt,yes,
dp_hpwl,4.070,mm
initCoreUtil,30.23,%
vias_per_cell,5.401,
final_max_slew_viol_count,0,
cp_common_cell,buf_6,
timing.final.hold_violations,0,
fillers,310,
die-width,89,microns
period_used_share,103.9,%
p_int,0.2303,mW
p_seq_share,0,%
chipArea,7921,sq um
holdWs,1.560,ns
top_usage_layer,met2,
critical_path_buf_inv_count,6,
ant_nets,0,
grt_pass1_wl,9.963,mm
syn_avg_cell_area,6.583,sq um
wl_per_cell,16.26,microns
drtIter0Drc,124,
final-setup-viol-count,9,
area_growth,122.4,%
tool_warnings,101,
rows,25,
clkbuf_count,0,
synth_cells,214,
pwr-share-comb,100.0,%
clkPwrFrac,0,%
path_depth,12,
ys_cells,214,
synth_area,1409,sq um
groute.layer.met2.usage,25.07,%
outcome,finished with violations,
drt_wl_total,6.603,mm
firstDrtPassIters,4,
period_needed,2.805,ns
cts-hold-fix-buffers,0,
fin_cells,406,
cp.required,2.16,ns
critPathMaxFanout,7,
cpPeakStageDelay,0.23,ns
startpoint_type,input port,
globalRouteMet3Util,1.377,%
endpoint,Instruction[17],
maxSlewHeadroom,72.24,%
diodes,0,
final_cell_mix,"buf_4 (81), buf_6 (29), nor2_1 (19)",
crit_family,buffers and inverters,
violations,negative setup slack,
setup_ws,-0.1052,ns
io_pins,96,
ir_worst_vdd,0.1027,mV
p_sw_share,48.56,%
top_area_share,15.10,%
met1_usage,21.08,%
leakagePower,1.428,nW
ys_area,1409,sq um
antenna_found_initial,0,
grt_max_degree,15,
final_common_cell,buf_4,
coreArea,4661,sq um
grt_pass1_vias,2081,
crit_path_end_kind,output port,
globalRoute.totalOverflow,0,
port_buffers,42,
yosys.area.top_type,ha_1,
ys_top_cells_by_area,"ha_1 (15%), a21oi_1 (7.5%), xnor2_1 (6.8%)",
drc,0,
yosys_warnings,1,
drive_gt1_share,61.08,%
crit_arrival,2.27,ns
pre_cts_ws,-0.9188,ns
cp_slowest_cell,a22oi_2,
hp-class,input port to output port,
vias,2193,
[area by class of cell]
class | instances | share of cell area (%)
inverter | 7 | 1.318
timing repair buffer | 152 | 39.94
tap | 54 | 2.157
multi-input combinational | 193 | 56.59
[how the worst min path moves through the flow]
stage / start / endpoint / slack [ns] / cells after the start
4_1_cts: ReadAddress[0] / Instruction[26] / 1.54 / 5
5_1_grt: ReadAddress[0] / Instruction[26] / 1.58 / 5
6_report: ReadAddress[0] / Instruction[26] / 1.56 / 5
[metal layers]
metal | part of all wire, % | vias to the layer above
met5 | 0 | -
met4 | 1.3 | 0
met3 | 6.5 | 6
met2 | 45 | 65
met1 | 47 | 1064
li1 | - | 1058
[tightest hold or removal path, cell delays in order]
cell	delay, ns
buf_12	0.11
buf_4	0.15
nand2_1	0.07
a21oi_2	0.05
buf_2	0.10
[logic make-up (layout without fill, tap and decap cells)]
logic type      count (synthesis)  count (layout)  synth area share (%)
buf+inv                        21             159                 7.371
mux                             5               5                 3.819
simple gates                   95              95                 35.61
xor+xnor                       17              17                 11.10
fa+ha+maj                      17              17                 15.10
compound gates                 59              59                 27.00
[stage by stage]
step / TNS, ns / cell area, sq um / power [mW] / util (%)
after floorplan: 0 / 1409 / 0.1558 / -
after global placement: -21.48 / 2315 / 0.2935 / 49.66
after detailed placement: -22.27 / 2315 / 0.2942 / 49.66
after CTS: -0.8828 / 2824 / 0.3701 / 60.59
after global routing: -1.872 / 3133 / 0.4796 / 67.22
final: -0.5953 / 3133 / 0.4477 / 67.22
[synth_stat cells, types with 3 or more instances]
cell type and number:
o211ai_1 3, o22ai_1 3, xnor2_1 11, a21oi_1 21, a31oi_1 4, nor2_1 22
nand2_1 20, nand3b_1 4, xor2_1 5, inv_1 7, nor3_1 8, buf_2 5
buf_4 3, nand4_1 3, mux2_2 3, nor2b_1 3, nand3_1 16, ha_1 17
clkbuf_1 5, o21ai_0 10, or4_1 4
[power groups by stage]
| stage | logic (mW) | registers (mW) | clock network, mW |
|---|---|---|---|
| final | 0.448 | 0 | 0 |
| after CTS | 0.370 | 0 | 0 |
| after global routing | 0.480 | 0 | 0 |
[timing repair]
action / CTS / global route
cloned: 1 / 0
pin swaps: 34 / 25
resized: 171 / 73
setup buffers: 33 / 15
endpoints found under the setup margin: 32 / 24
Power and IR drop assume default switching activity.
